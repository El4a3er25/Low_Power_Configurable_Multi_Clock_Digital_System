<file path="design/flow/design.v">
`timescale 1ns / 1ps
module DF_SYNC # (parameter N = 2 , ADDR = 4) (
        input                 i_clk, i_rst_n,
        input      [ADDR:0]   i_ptr,
        output reg [ADDR:0]   o_SYNC 
    );    
   reg [N-1:0] register [ADDR:0];   
   integer i ;
   reg [ADDR:0] q1_ptr;
always @(posedge i_clk , negedge i_rst_n) 
 begin
    if (!i_rst_n)
     begin
        o_SYNC <= 'd0;
         for (i=0 ; i <ADDR+1 ; i=i+1)
           begin register[i] <= 'd0;  end    
     end
   else
     begin
      for (i =0 ; i< ADDR+1 ; i=i+1) 
       begin register[i] <= {register[i][N-2:0] ,i_ptr[i]};  end       
     end
 end 
 always @(*) 
  begin
     for (i=0 ; i<ADDR+1 ; i=i+1)
      begin
         o_SYNC[i] = register[i][N-1];
      end
  end
endmodule
`timescale 1ns / 1ps
module FIFO_Memory #(parameter DEPTH = 16 ,WIDTH = 8 , ADDR = 4)(
        input                  i_wclk,i_wrst_n,
        input                  i_wclken,
        input      [ADDR-1:0]  i_waddr, i_raddr,
        input      [WIDTH-1:0] i_WR_Data , 
        output     [WIDTH-1:0] o_RD_Data         
    );
   reg [WIDTH-1:0] Memory [DEPTH-1:0] ; 
   integer i;
   always @(posedge i_wclk, negedge i_wrst_n)
    begin
     if (!i_wrst_n)
      begin
        for (i=0 ; i<DEPTH ; i=i+1)
         begin
           Memory[i] <= {WIDTH{1'b0}};
         end
      end
      else if (i_wclken)
       begin
         Memory[i_waddr] <= i_WR_Data;
       end
    end
   assign o_RD_Data = Memory[i_raddr]; 
endmodule
`timescale 1ns / 1ps
module FIFO_Rptr #(parameter ADDR = 4) (
        input                 i_rclk ,i_rrst_n ,
        input                 i_rinc,
        input      [ADDR:0]   i_w2r,
        output reg            o_rempty,
        output     [ADDR-1:0] o_raddr,
        output reg [ADDR:0]   o_rptr_gray
    );
    reg  [ADDR:0] o_rptr_bn;
    wire [ADDR:0] rgraynext;
    wire [ADDR:0] rbinnext;
    wire          rempty_val;
    integer i;
  assign o_raddr = o_rptr_bn[ADDR-1:0];  
  always @(posedge i_rclk , negedge i_rrst_n)
  begin
    if (!i_rrst_n)
     begin
       o_rptr_bn   <= 'd0;
       o_rptr_gray <= 'd0;
       o_rempty    <= 1'b1;
      end
     else
      begin
        o_rptr_bn   <= rbinnext;
        o_rptr_gray <= rgraynext ;
        o_rempty    <= rempty_val;
      end
  end
   assign rgraynext = (rbinnext >> 1) ^ rbinnext; 
   assign rbinnext = o_rptr_bn + (i_rinc & ~o_rempty);
  assign rempty_val = (rgraynext == i_w2r)? 1'b1:1'b0;
endmodule
`timescale 1ns / 1ps
module FIFO_Wptr #(parameter ADDR = 4) (
        input                 i_wclk ,i_wrst_n ,
        input                 i_winc,
        input      [ADDR:0]   i_r2w,
        output reg            o_wfull,
        output     [ADDR-1:0] o_waddr,
        output reg [ADDR:0] o_wptr_gray
    );
    reg [ADDR:0] o_wptr_bn;
    reg [ADDR:0] wgraynext;   
    wire [ADDR:0] wbinnext;
    wire          wfull_val;    
    integer i;
    assign  o_waddr = o_wptr_bn [ADDR-1:0];
    always @(posedge i_wclk , negedge i_wrst_n)
    begin
      if (!i_wrst_n)
       begin
         o_wptr_bn <= 'd0; 
         o_wptr_gray <= 'd0;
       end
      else 
       begin
           o_wptr_bn  <= wbinnext ;
           o_wptr_gray <= wgraynext;
       end
    end
  assign wbinnext = o_wptr_bn + (i_winc & !o_wfull);
    always @(posedge i_wclk , negedge i_wrst_n)
    begin
     if (!i_wrst_n)      
      o_wfull <= 1'b0;
     else
      o_wfull <= wfull_val;
    end
   assign wfull_val = ((wgraynext[ADDR] != i_r2w[ADDR]) && 
                     (wgraynext[ADDR-1] != i_r2w[ADDR-1]) &&
                     (wgraynext[ADDR-2:0] == i_r2w[ADDR-2:0]))? 1'b1:1'b0;
    always @(*)
    begin
          wgraynext[ADDR] = wbinnext[ADDR];
           for (i= ADDR-1 ; i >= 0 ; i=i-1)           
             begin wgraynext[i] = wbinnext[i+1] ^ wbinnext[i]; end
          end
endmodule
`timescale 1ns / 1ps
module TOP_ASYNC_FIFO #(parameter DEPTH = 16 , WIDTH = 8 , ADDR = 4 , N = 2) (
        input              i_wclk , i_wrst_n , i_winc,
        input              i_rclk , i_rrst_n , i_rinc,
        input  [WIDTH-1:0] i_WR_Data,
        output             o_wfull , 
        output             o_rempty,
        output [WIDTH-1:0] o_RD_Data
    );
  wire [ADDR-1:0] o_waddr;
  wire [ADDR-1:0] o_raddr;
  wire [ADDR:0] i_r2w;
  wire [ADDR:0] i_w2r;
  wire [ADDR:0] o_wptr_gray;
  wire [ADDR:0] o_rptr_gray;
  FIFO_Memory #(.DEPTH(DEPTH), .WIDTH(WIDTH), .ADDR(ADDR)) 
        FIFO_Memory_U0 (
            .i_wclk(i_wclk),
            .i_wrst_n(i_wrst_n),           
            .i_wclken(i_winc & !o_wfull),         
            .i_waddr(o_waddr), 
            .i_raddr(o_raddr), 
            .i_WR_Data(i_WR_Data) ,       
            .o_RD_Data(o_RD_Data)         
  );
  FIFO_Wptr # (.ADDR(ADDR)) FIFO_Wptr_U1 (
        .i_wclk(i_wclk) ,
        .i_wrst_n(i_wrst_n) ,
        .i_winc(i_winc),           
        .i_r2w(i_r2w),            
        .o_wfull(o_wfull),          
        .o_waddr(o_waddr),          
        .o_wptr_gray(o_wptr_gray)       
  );
  FIFO_Rptr # (.ADDR(ADDR)) FIFO_Rptr_U2 (
        .i_rclk(i_rclk) ,
        .i_rrst_n(i_rrst_n) ,
        .i_rinc(i_rinc),           
        .i_w2r(i_w2r),            
        .o_rempty(o_rempty),         
        .o_raddr(o_raddr),          
        .o_rptr_gray(o_rptr_gray)       
  );
  DF_SYNC # (.N(N) , .ADDR(ADDR)) DF_SYNC_W (
        .i_clk(i_wclk), 
        .i_rst_n(i_wrst_n), 
        .i_ptr(o_rptr_gray),           
        .o_SYNC(i_r2w)            
    );
    DF_SYNC # (.N(N), .ADDR(ADDR)) DF_SYNC_R (
        .i_clk(i_rclk), 
        .i_rst_n(i_rrst_n), 
        .i_ptr(o_wptr_gray),           
        .o_SYNC(i_w2r)            
  ); 
endmodule
</file>
<file path="design/flow/run.sh">
#!/bin/bash
# OpenROAD 26Q1-2900-gdf79404cd8, Yosys 0.63+post, stock flow scripts
make -C /OpenROAD-flow-scripts/flow DESIGN_CONFIG=/design/flow/config.mk WORK_HOME=/design/flow/orfs finish
</file>
<file path="design/flow/config.mk">
export PLATFORM = sky130hd
export DESIGN_NAME = TOP_ASYNC_FIFO
export DESIGN_NICKNAME = TOP_ASYNC_FIFO
export VERILOG_FILES = /design/flow/design.v
export SDC_FILE = /design/flow/constraint.sdc
export NUM_CORES = 4
export LEC_CHECK = 1
export CORE_UTILIZATION = 50
</file>
<file path="design/flow/constraint.sdc">
current_design TOP_ASYNC_FIFO

set clk_period 3.5
set clk_io_pct 0.2

create_clock -name clk0 -period $clk_period [get_ports {i_rclk}]
create_clock -name clk1 -period $clk_period [get_ports {i_wclk}]

set non_clock_inputs [all_inputs -no_clocks]
set_input_delay [expr $clk_period * $clk_io_pct] -clock clk0 $non_clock_inputs
set_output_delay [expr $clk_period * $clk_io_pct] -clock clk0 [all_outputs]
</file>
==> ci_impl_report.md <==
## Synthesis and layout report

| Metric | Value |
|---|---|
| Run status | finished clean |
| Most repeated cell in the gate-level netlist after synthesis | sky130_fd_sc_hd__dfrtp_1 |
| Switching part of the total power | 0.317 |
| Crit path DRT | around 2.8 ns |
| Count of standard-cell rows | roughly 41 |
| Antenna violations before repair | 0 |
| Synth Cell Area | 6630 sq um |
| Cell Int Power | 5.30 mW |
| Part of the Yosys area used for sequential elements | 0.529 |
| Number of hold-repair buffers added at the cts stage | 0 |
| Yosys warning tally | 26 |
| Largest cells by area | sky130_fd_sc_hd__dfrtp_1 (53%), sky130_fd_sc_hd__mux2_2 (22%), sky130_fd_sc_hd__mux2i_1 (3.8%), sky130_fd_sc_hd__nor2_1 (1.4%), sky130_fd_sc_hd__nand3_1 (1.1%) |
| Vias per std cell | 5.77 |
| Sum of negative setup slack | 0 ns |
| Layout Cell Area excl Fill | between 7000 and 8000 sq um |
| Number of vias in the routed layout | 4221 |
| Most frequently used flop master after synthesis | sky130_fd_sc_hd__dfrtp_1 |
| Final HPWL from detailed placement | 10100 um |
| Async set-or-reset flop fraction in the synthesized netlist | 1.00 |
| Die area | ~14000 sq um |
| Count of endpoints failing setup in the final report | 0 |
| Rel. slew slack | 0.531 |
| Most common cell type on the critical path | sky130_fd_sc_hd__buf_4 |
| CP Class | flop to output port |
| Number of remaining DRC errors | 0 |
| Total design power | 7.76 mW |
| Total detailed-routing wirelength | 15200 um |
| Post-synth top area cell | sky130_fd_sc_hd__dfrtp_1 |
| Unique cell type count in the Yosys netlist | 52 |
| Cell area after placement | roughly 7000 sq um |
| Tool Warnings | 26 |
| Number of iterations in the first detailed-routing pass | 4 |
| Gr usage total | 0.254 |
| Final-report max-slew violation count | 0 |
| Mean cell area of the mapped netlist | 12.8 sq um |
| Reported leakage power | 3.34 nW |
| Number of flip-flops and latches in the synthesized netlist | between 100 and 150 |
| Number of maximum-capacitance constraint violations | 0 |
| Number of buffers inserted to repair setup after CTS | 0 |
| Height of the die | 117 um |
| Net load switching power | 2.46 mW |
| TritonCTS clock tree | yes |
| Detailed-route wire length per cell | 20.8 um |
| Synth top area share | 0.525 |
| Pwr Density | 1010 nW/um^2 |
| TritonCTS sink count | 140 |
| Sequential fraction of design power | 0.377 |
| Layout cells sized above 1 | 0.365 |
| Initial core utilization | 0.519 |
| Area of the core | roughly 13000 sq um |
| Post-cts sizing count | 0 |
| Final weighted congestion in routability-driven placement | 0.866 |
| Diodes inserted | 0 |
| Clock-pin slew reported for the worst setup and hold paths after clock tree synthesis | 0.05 ns |
| Port Buffers | 22 |
| Kind of launch point of the worst setup path | flop |
| Worst VDD drop | 0.000660 V |
| Most common library cells after synthesis | sky130_fd_sc_hd__dfrtp_1 (139), sky130_fd_sc_hd__mux2_2 (131), sky130_fd_sc_hd__mux2i_1 (25), sky130_fd_sc_hd__nor2_1 (25), sky130_fd_sc_hd__nand2_1 (17) |
| Actual transition at the worst max-transition pin | roughly 0.7 ns |
| Crit path arrival time | 2.59 ns |
| Count of flip-flops with a built-in enable after synthesis | 0 |
| Chip area line of the yosys report | 6630 sq um |
| Grt total ovfl | 0 |
| Area growth from synthesis to layout | 16.4% |
| CP max stage delay | around 0.64 ns |
| Number of cells produced by synthesis | 517 |
| Worst setup skew after layout | 0.00443 ns |
| Number of hold-slack violations in the final timing report | 0 |
| Worst Setup End Kind | output port |
| Number of top-level pins | 24 |
| DR iter-0 viols | approximately 190 |
| CP max-delay cell | sky130_fd_sc_hd__dfrtp_4 |
| Global-route wire length before repair | 24300 um |
| Clock network fraction of total power | 0.265 |
| Number of nets still failing antenna checks after routing | 0 |
| Die width | around 120 um |
| Number of global-route vias before repair | 4266 |
| Type of the tightest min-delay check | input pin to asynchronous set/reset pin |
| Proportion of power drawn by combinational gates | 0.359 |
| List of cells traversed by the critical path | nand2b_1 -> nor3_1 -> buf_4 -> a2111oi_0 -> buf_4 -> a31oi_1 -> clkdlybuf4s50_1 |
| Unrepaired setup endpoints after global routing | no |
| Critical path peak fanout | 25 |
| Largest net degree at the start of global routing | 76 |
| Cells in synth_stat.txt | 517 |
layout by cell type, fill, tap and decap left out, types with 3 or more instances in the layout:
| cell type | synthesis | routed |
|---|---|---|
| sky130_fd_sc_hd__nand2b_1 | 3 | 3 |
| sky130_fd_sc_hd__nor3b_1 | 5 | 5 |
| sky130_fd_sc_hd__dfrtp_1 | 139 | 138 |
| sky130_fd_sc_hd__a2111oi_0 | 7 | 7 |
| sky130_fd_sc_hd__nand3_1 | 15 | 15 |
| sky130_fd_sc_hd__a21oi_1 | 12 | 12 |
| sky130_fd_sc_hd__nand2_1 | 17 | 17 |
| sky130_fd_sc_hd__a31oi_1 | 10 | 10 |
| sky130_fd_sc_hd__o21ai_0 | 7 | 7 |
| sky130_fd_sc_hd__a22oi_1 | 8 | 8 |
| sky130_fd_sc_hd__clkbuf_1 | 12 | 3 |
| sky130_fd_sc_hd__mux2_2 | 131 | 131 |
| sky130_fd_sc_hd__mux2i_1 | 25 | 25 |
| sky130_fd_sc_hd__nor2_1 | 25 | 25 |
| sky130_fd_sc_hd__xnor2_1 | 4 | 4 |
| sky130_fd_sc_hd__o22ai_1 | 10 | 10 |
| sky130_fd_sc_hd__ha_1 | 4 | 4 |
| sky130_fd_sc_hd__bufinv_16 | 0 | 3 |
| sky130_fd_sc_hd__clkbuf_8 | 0 | 6 |
| sky130_fd_sc_hd__nand2_2 | 9 | 9 |
| sky130_fd_sc_hd__clkdlybuf4s50_1 | 0 | 21 |
| sky130_fd_sc_hd__nor2_2 | 3 | 3 |
| sky130_fd_sc_hd__buf_4 | 3 | 15 |
| sky130_fd_sc_hd__clkbuf_16 | 0 | 20 |
| sky130_fd_sc_hd__a21o_1 | 5 | 5 |
| sky130_fd_sc_hd__nor2b_1 | 11 | 11 |
stage by stage:
stage	setup slack, ns	hold WS [ns]	util	instances
finish	0.214	0.318	0.603	731
floorplan	1.38	0.404	-	517
detailed placement	0.323	0.459	0.548	695
CTS	0.0677	0.328	0.603	731
global placement	0.334	0.452	0.548	695
global route	0.0176	0.365	0.603	731
metal layers:
layer,global-route usage,wire length [um],up-vias
met3,0.0430,671,16
met2,0.392,7150,79
met5,0,0,-
met1,0.407,7190,2170
li1,-,-,1956
met4,0.0371,226,0
flip-flops by register name, summed over array words and instances, names as in the netlist:
name and flops:
FIFO_Rptr_U2.o_rempty 1, FIFO_Wptr_U1.o_wptr_bn 5, FIFO_Wptr_U1.o_wfull 1, FIFO_Memory_U0.Memory 128
FIFO_Rptr_U2.o_rptr_bn 5
logic make-up after synthesis:
kind of cell | Yosys count | synth area share
buffers and inverters | 34 | 0.0287
DFF | 140 | 0.529
adders and majority gates | 4 | 0.00755
muxes | 158 | 0.264
xor gates and xnor gates | 6 | 0.00793
AOI/OAI and AO/OA | 69 | 0.0712
and+or+nand+nor | 106 | 0.0918
worst paths after layout:
check	from	to	slack (ns)	cells past startpoint
max in group asynchronous	i_wrst_n	FIFO_Memory_U0.Memory[3][5]	2.27	2
min in group clk1	FIFO_Wptr_U1.o_wptr_bn[4]	FIFO_Wptr_U1.o_wptr_bn[4]	0.46	1
min in group clk0	FIFO_Rptr_U2.o_rptr_bn[4]	FIFO_Rptr_U2.o_rptr_bn[4]	0.50	1
setup / recovery	FIFO_Rptr_U2.o_rptr_bn[1]	o_RD_Data[3]	0.21	7
hold reg to reg	FIFO_Wptr_U1.o_wptr_bn[4]	FIFO_Wptr_U1.o_wptr_bn[4]	0.46	1
max in group clk1	i_winc	FIFO_Memory_U0.Memory[12][7]	0.92	5
setup reg to reg	FIFO_Wptr_U1.o_wfull	FIFO_Memory_U0.Memory[12][7]	1.26	4
hold / removal	i_wrst_n	FIFO_Memory_U0.Memory[9][4]	0.32	1
area by class of cell:
cell class,count,area (sq um)
clock buffers,29,594
clock inverters,7,115
fillers,967,5060
inverters,3,11.3
multi-input cells,343,2930
flip-flops and latches,140,3510
well taps,172,215
repair buffers,37,334
worst max-delay path, delay by kind of cell, from the launching register on:
family	cells	cell delay, ns
flops	1	0.64
compound gates	2	0.71
buf+inv	3	0.78
simple gates	2	0.22
power groups by stage:
stage         Combinational, mW  Clock [mW]  Sequential, mW
finish                     2.78        2.05            2.92
global route               3.06        2.16            3.03
CTS                        2.81        2.09            2.92
Power and IR drop assume default switching activity.
