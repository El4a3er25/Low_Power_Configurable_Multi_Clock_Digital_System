==> flow/design.v <==
`timescale 1ns / 1ps
module REG_File #(parameter WIDTH_REG = 8 , DEPTH_REG = 16, ADDR = 4) (
        input                      i_Ref_clk              ,
        input                      i_rst                  ,
        input      [ADDR-1:0]      i_adder                ,
        input                      i_wr_en                ,
        input                      i_rd_en                ,
        input      [WIDTH_REG-1:0] i_Wr_D_REG             ,
        output reg [WIDTH_REG-1:0] o_Rd_D_REG             ,
        output reg                 o_Vid_Rd               ,
        output     [WIDTH_REG-1:0] REG0, REG1, REG2, REG3 
    );
    reg [WIDTH_REG-1:0] Memory [DEPTH_REG-1:0] ;
    integer i;
  always @(posedge i_Ref_clk , negedge i_rst)
  begin
    if(!i_rst)
       begin
          o_Vid_Rd <= 1'b0;
          o_Rd_D_REG <= 'd0;
               for (i=0 ; i<DEPTH_REG ; i = i+1)
                begin
                 if  (i == 0)
                   Memory[i] <= 'd5;
                 else if (i == 1)
                   Memory[i] <= 'd10;
                 else if (i == 2)
                   Memory[i] <= 'b100_000_0_1;
                 else if (i == 3)
                   Memory[i] <= 'd32;
                 else 
                   Memory[i] <= 'd0;
                end
              end
        else if (i_wr_en && !i_rd_en) begin
             Memory[i_adder] <= i_Wr_D_REG;
        end
        else if (!i_wr_en && i_rd_en) begin
            o_Rd_D_REG <= Memory[i_adder];
            o_Vid_Rd   <= 1'b1;
          end
        else
          o_Vid_Rd   <= 1'b0;
  end
  assign REG0 = Memory[0] ,
         REG1 = Memory[1] ,
         REG2 = Memory[2] ,
         REG3 = Memory[3] ;
endmodule
==> flow/run.sh <==
#!/bin/bash
# OpenROAD 26Q1-2900-gdf79404cd8, Yosys 0.63+post, stock flow scripts
make -C /OpenROAD-flow-scripts/flow DESIGN_CONFIG=/design/flow/config.mk WORK_HOME=/design/flow/orfs finish
==> flow/config.mk <==
export PLATFORM = sky130hd
export DESIGN_NAME = REG_File
export DESIGN_NICKNAME = REG_File
export VERILOG_FILES = /design/flow/design.v
export SDC_FILE = /design/flow/constraint.sdc
export NUM_CORES = 4
export LEC_CHECK = 1
export CORE_UTILIZATION = 50
==> flow/constraint.sdc <==
current_design REG_File

set clk_period 1.6
set clk_io_pct 0.2

create_clock -name clk0 -period $clk_period [get_ports {i_Ref_clk}]

set non_clock_inputs [all_inputs -no_clocks]
set_input_delay [expr $clk_period * $clk_io_pct] -clock clk0 $non_clock_inputs
set_output_delay [expr $clk_period * $clk_io_pct] -clock clk0 [all_outputs]
==> results.py <==
# Generated from Yosys and OpenROAD reports
metrics = {
    "critical_path": {
        "timing.critical_path.from_type": "input port",
        "kind_of_critical_path": "in -> reg",
        "timing.critical_path.to_type": "flop",
        "cpMaxStageDelayCell": "mux2_2",
        "timing.critical_path.arrival_ns": 1.87,
        "worst_path_max_fanout": 8,
        "worstPathRequired_ns": 1.90,
        "slowest_delay_ns": 0.33,
        "critical-path-top-delay-family": "buffers and inverters",
        "crit_chain": "dlygate4sd2_1 -> bufbuf_16 -> buf_4 -> nand2b_1 -> nor2_2 -> buf_12 -> mux2_2",
        "worst_reg_to_reg_cells": 5,
        "worst-path-stages": 7,
        "timing.critical_path.buf_inv": 4,
    },
    "synthesis": {
        "enable_flop_cells": 0,
        "syn-cell-area_sq_mm": 0.00630,
        "yosys.stat.chipArea_sq_mm": 0.00630,
        "synth-seq-area-share_pct": 54.5,
        "dominantRegCellSynth": "dfrtp_1",
        "ys_warn_count": 2,
        "syn_avg_cell_area_sq_um": 13.4,
        "asyncSetResetFlopFracSynth_pct": 100,
        "syn-instance-count": 472,
        "ys_cells": 472,
        "synth_flop_count": 137,
        "yosys.cell_types.count": 41,
    },
    "final_timing": {
        "holdWs_ns": -0.137,
        "layout_worst_path_cycle_share_pct": 98.7,
        "slew_violations": 0,
        "slew_headroom_pct": 63.9,
        "clock-skew-final_ns": 0.00699,
        "finalCriticalPeriod_ns": 1.58,
        "max_slew.worst_pin.slew_ns": 0.539,
        "rsz0062_at_grt": "yes",
        "setup_tns_ns": 0,
        "max_clock_freq_ghz": 0.633,
        "timing.final.hold_violations": 41,
        "setup_violations": 0,
        "setup_ws_ns": 0.0213,
    },
    "global_route": {
        "antenna_found_initial": 0,
        "vias_in_the_first_global_route": 4722,
        "grt_max_degree": 52,
        "grt_overflow": 0,
        "grtUsageTotal_pct": 27.7,
        "grt_pass1_wl_microns": 25600,
    },
    "clock_network": {
        "tritoncts": "built",
        "clock_slew_at_reported_path_ffs_ns": 0.06,
        "root_driver": "clkbuf_16",
        "clk_path_buf_depth": 2,
        "clk-insertion-delay-late_ns": 0.41,
        "number_of_h_tree_branching_levels": 4,
        "clock_sink_count": 137,
        "cts-buffers-inserted": 17,
    },
    "drt": {
        "dr.first_iter.drc_count": 217,
        "initial_drt_pass_iterations": 4,
        "via_per_inst": 5.66,
        "num_antenna_cells": 0,
        "finalWirelength_microns": 16100,
        "drtAntennaViolNets": 0,
        "drt_drc_violations_left": 0,
        "drt-wirelength-per-cell_microns": 20.0,
        "num_vias": 4538,
    },
    "job": {
        "max_cap_viol_count": 0,
        "warnings": 29,
    },
    "pwr": {
        "switching_share_pct": 24.3,
        "power.density_mw_per_mm2": 1190,
        "combinationalPowerShare_pct": 19.1,
        "max-vdd-ir-drop_mv": 0.939,
        "p_int_uw": 7780,
        "share_seq_of_total_power_pct": 43.9,
        "net_load_switching_power_uw": 2500,
        "leak_uw": 0.00404,
        "power.clock.fraction_pct": 37.0,
    },
    "run_status": {
        "run_status": "finished, violations left",
        "violations": "hold timing",
    },
    "place": {
        "dp_hpwl_microns": 11200,
        "port-buffer-count": 56,
        "gp_congestion": 0.941,
        "place_inst": 739,
        "pre_cts_ws_ns": -0.537,
    },
    "min_path": {
        "hold_path.class": "in -> async",
    },
    "finish": {
        "area_growth_syn_to_layout_pct": 37.3,
        "fin_cells": 802,
        "layout-drive-gt1-share_pct": 48.9,
    },
    "floorplan": {
        "floorplan.io_pins": 57,
        "coreArea_sq_mm": 0.0122,
        "vertical_extent_of_the_die_microns": 114,
        "chip_area_sq_mm": 0.0131,
        "fp-row-count": 40,
        "chipWidth_microns": 114,
        "floorplan.core_util_pct": 51.8,
    },
}
==> area by class of cell <==
| cell class | count | area, sq um |
|---|---|---|
| clock buffers | 21 | 460 |
| flip-flops and latches | 137 | 3440 |
| multi-input cells | 301 | 2830 |
| well taps | 168 | 210 |
| clock inverters | 10 | 120 |
| inverters | 2 | 7.51 |
| fillers | 838 | 3510 |
| repair buffers | 163 | 1590 |
==> state kept, by name (all words and copies together), names as in the netlist <==
name,count
Memory,128
o_Vid_Rd,1
o_Rd_D_REG,8
==> worst register-to-register path, stage by stage (launching register included) <==
cell and delay [ns]:
dfrtp_1 0.39, buf_4 0.13, a22oi_1 0.21, o21ai_0 0.13
o21ai_1 0.27, a21oi_1 0.13
==> per-layer routing <==
layer	part of all wire, %	GRT usage [%]
met3	5.0	7.01
met1	45	41.5
met2	48	43.2
met4	2.1	6.15
met5	0	0
==> cell usage after synthesis (all sizes together), types with 8 or more instances <==
cell,n,area [sq um]
dfrtp,130,3250
o22ai,15,93.8
nor2,10,45.1
a21oi,9,45.0
a31oi,9,56.3
nand3,9,45.0
mux2,130,1460
nand2,22,82.6
buf,13,95.1
clkbuf,19,71.3
mux2i,22,220
nor2b,8,50.1
o21ai,12,60.1
a221oi,11,96.3
==> timing repair <==
| item | CTS | global route |
|---|---|---|
| gates cloned | 1 | 0 |
| setup endpoints to repair | 116 | 80 |
| buffers inserted | 18 | 13 |
| gates resized | 26 | 27 |
| pin swaps | 1 | 6 |
| hold endpoints to repair | 41 | 41 |
==> placed cells by master (no fill, tap or decap), drive strengths merged, types with 2 or more instances in the layout <==
cell	instances
dfrtp	130
mux2	130
buf	108
clkdlybuf4s50	32
mux2i	22
nand2	22
clkbuf	21
o22ai	15
o21ai	12
dlygate4sd2	11
dlymetal6s2s	11
a221oi	11
nor2	10
nand3	9
a21oi	9
a31oi	9
nor2b	8
dfstp	7
nor3	7
nand2b	6
a22o	6
mux4	5
inv	4
clkinv	4
and3	3
a2111oi	2
nand3b	2
a32o	2
clkinvlp	2
bufinv	2
nor4	2
==> per-stage QoR <==
stage                     instance area [sq um]  util [%]  total power [uW]
after CTS                                  8460      69.5             10300
after detailed placement                   7640      62.8              6310
after floorplan                            6310         -              5390
after global routing                       8660      71.2             10700
after global placement                     7640      62.8              6260
final                                      8660      71.2             10300
==> power by group through the flow <==
stage / sequential [uW] / clock [uW] / combinational [uW]
after CTS: 4520 / 3860 / 1880
after global routing: 4590 / 4010 / 2140
final: 4510 / 3810 / 1960
==> logic make-up after synthesis <==
kind of cell           count (synthesis)  share of synthesized area (%)
AND-OR/OR-AND                         72                           7.86
buffers and inverters                 34                           2.76
flip-flops                           137                           54.5
multiplexers                         157                           28.5
AND/OR/NAND/NOR                       72                           6.35
==> path summary, 6_finish.rpt <==
kind / start / end / slack [ns]
worst max-delay path: i_adder[0] / Memory[14][1] / 0.02
min in group clk0: Memory[4][0] / Memory[4][0] / 0.50
worst min register to register: Memory[4][0] / Memory[4][0] / 0.50
max in group asynchronous: i_rst / Memory[1][3] / 1.12
worst min-delay path: i_rst / Memory[10][6] / -0.14
worst max register to register: Memory[3][6] / o_Rd_D_REG[6] / 0.21
Power and IR drop assume default switching activity.
